===== run.sh =====
#!/bin/bash
# OpenROAD 26Q1-2900-gdf79404cd8, Yosys 0.63+post, stock flow scripts
make -C /OpenROAD-flow-scripts/flow DESIGN_CONFIG=/design/flow/config.mk WORK_HOME=/design/flow/orfs finish

===== config.mk =====
export PLATFORM = sky130hd
export DESIGN_NAME = a570_fpga
export DESIGN_NICKNAME = a570_fpga
export VERILOG_FILES = /design/flow/design.v
export SDC_FILE = /design/flow/constraint.sdc
export NUM_CORES = 4
export LEC_CHECK = 1
export CORE_AREA = 10 10 70 70
export DIE_AREA = 0 0 80 80

===== constraint.sdc =====
current_design a570_fpga

set clk_period 1.2
set clk_io_pct 0.2

create_clock -name clk0 -period $clk_period [get_ports {CCK}]

set non_clock_inputs [all_inputs -no_clocks]
set_input_delay [expr $clk_period * $clk_io_pct] -clock clk0 $non_clock_inputs
set_output_delay [expr $clk_period * $clk_io_pct] -clock clk0 [all_outputs]

===== design.v =====
module a570_fpga (
    input wire IFRST_n, CCK, IOR_n, IOW_n, EFFK, SBCP, SCOR, XDACK_n, EPO_CSX1_n,
    input wire A4, CSX0_n, DRQ_n, STEN_n, GND,
    output wire CDRST_n, SCCK, XDREQ, INTD_n, HWR_n, HRD_n,
    output wire P, Q, R, S, T, U, V, W
);
    assign CDRST_n = ~((IOR_n | IOW_n) & IFRST_n);
    assign XDREQ = ~(~STEN_n | DRQ_n | GND);
    assign HWR_n = (A4 | CSX0_n) | IOW_n;
    assign HRD_n = ~((A4 | CSX0_n | IOR_n) & XDACK_n);
    assign INTD_n = EPO_CSX1_n | IOW_n;
    reg [7:0] shift_reg;
    reg [2:0] pulse_counter;
    reg scck_enable;
    always @(posedge CCK or posedge EFFK) begin
        if (EFFK) begin
            pulse_counter <= 3'b000;
            scck_enable <= 1'b1;
        end else if (scck_enable) begin
            if (pulse_counter == 3'b111) begin
                scck_enable <= 1'b0;
            end else begin
                pulse_counter <= pulse_counter + 1'b1;
            end
        end
    end
    assign SCCK = scck_enable & CCK;
    always @(posedge SCCK) begin
        shift_reg <= {shift_reg[6:0], SBCP};
    end
    assign {P, Q, R, S, T, U, V, W} = shift_reg;
endmodule

==> flow_summary_export.csv <==
group,metric,value,unit
route,routed_via_density,3.096,
synthesis,largest_area_cell,"dfxtp_1",
layout,final_area,867.1,um^2
grt,grt_util_all_layers,3.843,%
worst_setup_path,crit_path_max_fanout,2,
floorplan,die_area,6400,um^2
worst_setup_path,critPathArrivalTime,1.50,ns
place,hpwl,829.1,um
synthesis,synth.area.top_cells,"dfxtp_1 42%, dfrtp_1 20%, mux2_4 7.8%",
run,maxCapViolCount,0,
grt,antenna_found_initial,1,
sta,rsz0062_at_grt,"true",
power,vdd_drop_max,465.6,uV
place,place_area,730.7,um^2
layout,layout-drive-gt1-share,67.57,%
sta,finalCritPeriodShare,145.0,%
synthesis,ys_cells,25,
route,drtIter0Drc,13,
clock_tree,cts_tree,"built",
sta,whs,0.2051,ns
worst_setup_path,r2r_end,"pulse_counter[2]",
power,leakagePower,0.4203,nW
synthesis,yosysWarnings,1,
sta,fin_crit,1.740,ns
synthesis,ys_ff,12,
clock_tree,clock_latency,0.74,ns
sta,fin_worst_skew,0.006080,ns
place,gp_congestion,0.8154,
route,routed_wl,1.234,mm
worst_setup_path,crit_end,"SCCK",
sta,finalHoldViolations,0,
layout,finalNonFillerCells,125,
worst_setup_path,ff2ff_setup_slack,-0.13,ns
worst_setup_path,worstSetupStartpointType,"flop",
power,power.density,759.7,nW/um^2
worst_setup_path,critPathLaunch,"scck_enable",
worst_setup_path,r2r-start,"pulse_counter[1]",
floorplan,fp.dieH,80,um
power,total_power,0.6588,mW
worst_setup_path,required,0.96,ns
synthesis,synth_seq_share,68.30,%
worst_setup_path,r2r_cells,4,
floorplan,fp-row-count,21,
sta,worst_slack,-0.5402,ns
worst_setup_path,critPathKind,"reg -> out",
sta,drv_slew,0,
route,wl_per_cell,9.872,um
run,openroad.warnings,30,
grt,overflow,0,
route,num_vias,387,
route,drc,0,
synthesis,syn_inst,25,
layout,num-fill-cells,366,
floorplan,io_pins,28,
floorplan,initial_core_util,11.21,%
synthesis,synthDistinctLibCells,14,
synthesis,top_area_share,41.83,%
layout,largest_reg_flops,8,
place,numPortBuffers,26,
synthesis,synth_area,382.9,um^2
run_status,violations,"negative setup slack",
clock_tree,clkTransAtPathRegs,0.04,ns
route,first_pass_iters,5,
sta,tightest_slew,0.1729,ns
grt,grt_pass1_wl,1.794,mm
run_status,status,"complete, but fails checks",
floorplan,die_width,80,um
grt,grt_pass1_vias,411,
route,drt.antenna.violating_nets,0,
worst_setup_path,critPathCaptureType,"output pin",
hold_path,min_path_type,"reg -> gate",
hold_path,hold_start,"scck_enable",
grt,grt_max_degree,5,
floorplan,core_area,3416,um^2
place,dp_cells,99,
synthesis,yosys_area,382.9,um^2
synthesis,avgSynthCellArea,15.31,um^2
layout,synthToLayoutAreaGrowth,126.5,%
sta,setup_viol_count_final,13,
place,place_worst_setup_slack,-0.4913,ns
sta,relSlewSlack,88.37,%
sta,max_clock_freq,0.5746,GHz
[critical path: stages, from the launching register on]
cell     delay, ns
dfstp_2       0.52
and2_4        0.15
buf_8         0.09
buf_6         0.07
[kinds of logic (layout without fill, tap and decap cells)]
logic type	Yosys count	in the layout	share of synthesized area, %
AND/OR/NAND/NOR	5	5	10.79
flip-flops	12	12	68.30
adder cells (fa/ha/maj)	2	2	6.535
multiplexers	2	2	7.843
AND-OR/OR-AND	2	2	3.267
XOR/XNOR	1	1	2.288
other	0	5	0
buffers and inverters	1	50	0.9795
[cells in the mapped netlist]
cell / number
xor2_1: 1
o21ai_0: 1
dfstp_2: 1
and2_2: 1
dfxtp_1: 8
nor2b_4: 1
nor3b_1: 1
dfrtp_1: 3
inv_1: 1
mux2_4: 2
ha_1: 2
o31ai_1: 1
or3_1: 1
or2_2: 1
[final cells by class]
cell class / count / area (um^2) / share of cell area [%]
flip-flops and latches: 12 / 270.3 / 31.17
clock buffers: 16 / 127.6 / 14.72
diodes: 5 / 12.51 / 1.443
well taps: 46 / 57.56 / 6.638
repair buffers: 33 / 254.0 / 29.29
inverters: 1 / 3.754 / 0.4329
multi-input cells: 12 / 141.4 / 16.31
[worst min-delay path by stage]
stage	to	cells after the start
CTS	clock gate	0
global route	clock gate	0
finish	clock gate	0
[power by group]
group / internal, mW / leakage (nW) / total, mW / switching (mW)
clock: 0.344 / 0.0798 / 0.466 / 0.122
combinational: 0.0422 / 0.221 / 0.0567 / 0.0146
sequential: 0.136 / 0.120 / 0.136 / 0
total: 0.522 / 0.420 / 0.659 / 0.136
[what timing repair did]
action                                  in CTS  in global routing
hold endpoints to repair                     5                  0
endpoints found under the setup margin      18                 15
hold buffers                                 2                  0
resized                                     60                  4
buffers inserted                             2                  2
pin swaps                                    5                  2
[layout by cell type (no fill, tap or decap), drive strengths merged, types with 2 or more instances in the layout]
master         synthesis  routed
dlygate4sd3            0       2
clkbuf                 0      15
diode                  0       5
mux2                   2       2
buf                    0      20
clkdlybuf4s50          0       5
ha                     2       2
dfrtp                  3       3
dlygate4sd2            0       4
dlymetal6s2s           0       2
dfxtp                  8       8
[layer usage]
layer	GRT usage, %	wire length, um
met5	0	0
met4	1.232	8
met2	3.772	398
met1	3.651	544
met3	6.477	281
[through the flow]
| stage | TNS [ns] | utilization, % |
|---|---|---|
| global route | -2.903 | 25.38 |
| CTS | -2.523 | 24.54 |
| finish | -2.329 | 25.38 |
| global placement | -2.561 | 21.39 |
| detailed placement | -2.632 | 21.39 |
| floorplan | -0.1698 | - |
Power is estimated from default activity; no workload was simulated.
